==> design/flow/design.v <==
`timescale 1ns/1ps
module fc_buffer #(
    parameter int WIDTH = 8,
    parameter int DEPTH = 1024
)(
    input   logic               clk_i,
    input   logic               wr_en_i,
    input   logic [9:0]         wr_addr_i,
    input   logic [WIDTH-1:0]   wr_data_i,
    input   logic               rd_en_i,
    input   logic [9:0]         rd_addr_i,
    output  logic [WIDTH-1:0]   rd_data_o
);
    logic [WIDTH-1:0] mem [DEPTH];
    always_ff @(posedge clk_i) begin
        if(wr_en_i)
            mem[wr_addr_i] <= wr_data_i;
    end
    always_ff @(posedge clk_i) begin
        if(rd_en_i)
            rd_data_o <= mem[rd_addr_i];
    end
endmodule
==> design/flow/run.sh <==
#!/bin/bash
# OpenROAD 26Q1-2900-gdf79404cd8, Yosys 0.63+post, stock flow scripts
make -C /OpenROAD-flow-scripts/flow DESIGN_CONFIG=/design/flow/config.mk WORK_HOME=/design/flow/orfs finish
==> design/flow/config.mk <==
export PLATFORM = sky130hd
export DESIGN_NAME = fc_buffer
export DESIGN_NICKNAME = fc_buffer
export VERILOG_FILES = /design/flow/design.v
export SDC_FILE = /design/flow/constraint.sdc
export NUM_CORES = 4
export LEC_CHECK = 1
export CORE_UTILIZATION = 30
export SYNTH_MEMORY_MAX_BITS = 65536
==> design/flow/constraint.sdc <==
current_design fc_buffer

set clk_period 24.5
set clk_io_pct 0.2

create_clock -name clk0 -period $clk_period [get_ports {clk_i}]

set non_clock_inputs [all_inputs -no_clocks]
set_input_delay [expr $clk_period * $clk_io_pct] -clock clk0 $non_clock_inputs
set_output_delay [expr $clk_period * $clk_io_pct] -clock clk0 [all_outputs]
==> out/results.tsv <==
metric	value	unit
count of final setup violators	0	
final instance area	365000	sq um
Tcrit/Tclk final	46.8	%
Pint	22.6	mW
Worst slew margin	-0.980	%
FF-to-FF Start	mem[923][4]	
Worst setup EP type	flip-flop	
Simple-Gate Fraction of Synth Area	2.36	%
htree depth	6	
initial antenna violation count	79	
number of global-route vias before repair	171006	
routed vias/inst	5.12	
CTS Root Cell	clkbuf_16	
Startpoint Class	primary input	
setup bufs post-CTS	0	
fillers	96670	
DRC	0	
Routed WL	918000	um
largest net degree at the start of global routing	126	
Detailed Place HPWL	587000	um
die area	1070000	sq um
Initial Util	30.1	%
Cell Rows	378	
switching share of total power	21.8	%
die x size	1030	um
first-pass GRT wire length	1290000	um
Worst-path clk slew	0.07	ns
drt first-iter violations	10698	
IO buf count	38	
crit-path max FO	70	
Seq pwr share	53.5	%
GPL Wtd Cong	0.894	
Clock Tree Buf Depth	4	
routed via count	158156	
Mean Syn Cell Area	21.0	sq um
die height	1030	um
Ports	39	
RR Endpoint	rd_data_o[4]	
start point of the critical path	rd_addr_i[0]	
FFs w/ async S/R, synth	0	%
MaxCap Viol Count	1	
R2R depth	10	
max-slew violation count	3	
Gate Count Post-Synth	15228	
clock sink count	8200	
Chip Area, Yosys	319000	sq um
top-count cell post-synth	edfxtp_1	
yosys xor share	0	%
RSZ-0062 raised after global routing	false	
net switching power	6.31	mW
Distinct lib cells used	80	
HP Class	reg2reg	
final core utilization	34.4	%
layout cells sized above 1	23.1	%
CP arrival	12.39	ns
Area leader share	77.2	%
Post-Synthesis Cell Area	319000	sq um
Max Fclk	0.0872	GHz
failing checks	capacitance limit, slew limit	
CTS Buf Count	810	
Tot GR Track Use	18.3	%
Synth area leader	edfxtp_1	
clk latency late pin	1.18	ns
Adder-Cell Fraction of Synth Area	0	%
Main area contributors	edfxtp_1, mux4_2, mux2i_1	
Static Leak	112	nW
Critical Path End	rd_data_o[0]	
flip-flops with a built-in enable	8200	
wire per inst	29.8	um
minimum clock period	11.47	ns
Slew @ Worst Pin	1.50	ns
required time worst endpoint	25.41	ns
Area after DPL	339000	sq um
CTS tree	yes	
Synth Seq Share	77.2	%
top post-synthesis cells by count	edfxtp_1, mux4_2, nor2_1	
R2R Setup Slk	19.91	ns
Max rail drop VDD	76.2	uV
comb area leader	multiplexers	
overall power	28.9	mW
ys cells	15228	
Hold Violations, Final	0	
DRT Pass-1 Iters	6	
Fin Setup TNS	0	ns
OpenROAD warning count	57	
hold buffers post-CTS	0	
Primary FF master, synth	edfxtp_1	
core area	1060000	sq um
status	complete, but fails checks	
part of the power in the clock network	41.5	%
synth-to-layout area growth	14.4	%
Ys Warns	1	
Seq cells post-synth	8200	
Multiplexer share	15.1	%
Worst Path Class, Setup	in2reg	
Post-CTS Resized	0	
Clock Skews	0.0846	ns
Final ANT Viol Nets	0	
Gate power share	5.0	%
Complex Gates by Area	3.37	%
total congestion overflow	0	
PwrDens	79.2	nW/um^2
-- worst min-delay path by stage --
stage,startpoint,endpoint,slack (ns),cells after the start
CTS,mem[234][1],rd_data_o[1],1.28,4
global route,mem[233][1],rd_data_o[1],1.31,4
finish,mem[234][1],rd_data_o[1],1.26,4
-- placed cells by master (no fill, tap or decap), types with 201 or more instances in the layout --
master	count
buf_4	932
edfxtp_1	8200
nor2_1	1119
a22oi_1	246
o22ai_1	218
clkinv_1	201
o221ai_1	292
clkbuf_16	815
a21oi_1	255
mux2i_1	1040
mux4_2	1565
-- sequential cells by signal, summed over array words and instances (netlist names) --
register,flops
mem,8192
rd_data_o,8
-- kinds of logic after synthesis --
kind of cell           count (synthesis)
AOI/OAI and AO/OA                   1506
DFF                                 8200
muxes                               2758
buffers and inverters               1011
and+or+nand+nor                     1753
-- power by group through the flow --
stage	Sequential (mW)	Combinational, mW	Clock (mW)
after global routing	15.4	1.53	12.7
after CTS	15.5	1.46	12.1
final	15.5	1.45	12.0
-- routing by layer --
metal / track usage [%] / wire, um / vias up
li1: - / - / 65624
met1: 18.3 / 275000 / 80696
met2: 26.7 / 419000 / 9950
met3: 16.3 / 179000 / 1767
met4: 6.90 / 42600 / 119
met5: 2.01 / 2880 / -
-- area by class of cell --
class / instances / area (sq um) / share of cell area (%)
flip-flops and latches: 8200 / 246000 / 67.5
diodes: 106 / 265 / 0.0727
clock inverters: 472 / 4430 / 1.21
multi-input cells: 6017 / 67500 / 18.5
well taps: 14060 / 17600 / 4.82
repair buffers: 990 / 7830 / 2.15
clock buffers: 1009 / 21100 / 5.79
inverters: 7 / 51.3 / 0.0141
-- worst max-delay path, cell delays in order --
cell and delay [ns]:
buf_16 0.23, buf_4 0.57, buf_4 0.66, buf_12 0.49, buf_4 0.59, buf_4 0.59, buf_4 0.66, buf_4 0.69
buf_4 0.56, mux4_2 0.57, nor3_1 0.41, nor4_1 0.14, nand3_1 0.16, nor3_1 0.11, a22o_1 0.22, a2111o_1 0.38
-- metrics by stage --
step | setup slack [ns] | hold slack, ns | instances
finish | 13.03 | 1.26 | 30861
global route | 12.56 | 1.31 | 30812
CTS | 13.06 | 1.28 | 30755
detailed placement | 11.78 | 1.22 | 29274
global placement | 11.70 | 1.23 | 29267
floorplan | 16.75 | 0.870 | 15228
No activity file was given, so power comes from the tool's default toggle rates.
