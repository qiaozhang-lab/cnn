### run.sh
#!/bin/bash
# OpenROAD 26Q1-2900-gdf79404cd8, Yosys 0.63+post, stock flow scripts
make -C /OpenROAD-flow-scripts/flow DESIGN_CONFIG=/design/flow/config.mk WORK_HOME=/design/flow/orfs finish
### config.mk
export PLATFORM = sky130hd
export DESIGN_NAME = lenet_controller
export DESIGN_NICKNAME = lenet_controller
export VERILOG_FILES = /design/flow/design.v
export SDC_FILE = /design/flow/constraint.sdc
export NUM_CORES = 4
export LEC_CHECK = 1
export CORE_AREA = 10 10 74 74
export DIE_AREA = 0 0 84 84
### constraint.sdc
current_design lenet_controller

set clk_period 1.7
set clk_io_pct 0.2

create_clock -name clk0 -period $clk_period [get_ports {clk_i}]

set non_clock_inputs [all_inputs -no_clocks]
set_input_delay [expr $clk_period * $clk_io_pct] -clock clk0 $non_clock_inputs
set_output_delay [expr $clk_period * $clk_io_pct] -clock clk0 [all_outputs]
### design.v
`timescale 1ns/1ps
    `timescale 1ns/1ps
    package definitions;
        parameter int INT_WIDTH         = 8;
        parameter int MAX_K_R           = 7;
        parameter int MAX_LINE_W        = 1920;
        parameter int MAX_TILE_W        = 64;
        parameter int K_CHANNELS        = 6;
        parameter int MODE         = 0              ;
        parameter int MATRIX_A_ROW = K_CHANNELS     ;
        parameter int MATRIX_A_COL = 25             ;
        parameter int MATRIX_B_ROW = MATRIX_A_COL   ;
        parameter int MATRIX_B_COL = 64             ;
        parameter int DATA_WIDTH   = INT_WIDTH      ;
        parameter int ACC_WIDTH    = 32             ;
        parameter int COLUMN_FIFO_DEPTH = 8         ; 
        parameter int IB_BANK_W         = MAX_LINE_W;
        parameter int PTR_WIDTH         = 32;   
        parameter int SRAM_DEPTH        = 4096      ; 
        parameter int SRAM_ADDR_W       = $clog2(SRAM_DEPTH);
    endpackage
    import definitions::*;
module lenet_controller(
    input   logic               clk_i           ,
    input   logic               rst_async_n_i   ,
    input   logic               host_start_i    ,
    output  logic               host_done_o     ,
    output  logic               req_load_weight_o   ,
    output  logic[3 : 0]        layer_id_o      ,
    input   logic               weight_loaded_i ,
    output  logic [31 : 0]      cfg_img_w_o,
    output  logic [31 : 0]      cfg_img_h_o,
    output  logic [3 : 0]       cfg_kernel_r_o,
    output  logic               cfg_do_bias_o,
    output  logic               cfg_do_relu_o,
    output  logic               cfg_do_pool_o,
    output  logic               cfg_do_quant_o,
    output  logic [4 : 0]       cfg_quant_shift_o,
    output  logic [31 : 0]      cfg_read_base_o,
    output  logic [31 : 0]      cfg_write_base_o,
    output  logic [15 : 0]      cfg_num_input_channels_o,
    output  logic               core_start_o,
    input   logic               core_done_i
);
    parameter int       ADDR_IMG_IN = 32'h0000;
    parameter int       ADDR_L1_OUT = 32'h0400;
    parameter int       ADDR_L2_OUT = 32'h0800;
    localparam int L2_OUT_CH_SIZE = 25;
    typedef enum logic[3 : 0] {
        IDLE,
        L1_REQ_LOAD,
        L1_RUN,
        L1_WAIT,
        L2_REQ_LOAD,
        L2_RUN,
        L2_WAIT,
        DONE
    } state_t;
    state_t state, next_state;
    logic [2 : 0]   out_group_cnt; 
    always_ff @( posedge clk_i, negedge rst_async_n_i ) begin : fsm_trans
        if(!rst_async_n_i) begin
            state <= IDLE;
        end else begin
            state <= next_state;
        end
    end : fsm_trans
    always_ff @(posedge clk_i or negedge rst_async_n_i) begin
        if(!rst_async_n_i) begin
            out_group_cnt <= '0;
        end else begin
            if (state == IDLE || state == L1_WAIT) begin
                out_group_cnt <= '0;
            end
            else if (state == L2_WAIT && core_done_i) begin
                if (out_group_cnt < 2)  
                    out_group_cnt <= out_group_cnt + 1'b1;
            end
        end
    end
    always_comb begin : fsm_update
        next_state = state;
        unique case(state)
            IDLE        :   if(host_start_i)    next_state = L1_REQ_LOAD;
            L1_REQ_LOAD :   if(weight_loaded_i) next_state = L1_RUN;
            L1_RUN      :   next_state          = L1_WAIT;
            L1_WAIT     :   if (core_done_i)    next_state = L2_REQ_LOAD;
            L2_REQ_LOAD :   if (weight_loaded_i) next_state = L2_RUN;
            L2_RUN      :   next_state          = L2_WAIT;
            L2_WAIT     :   if(core_done_i)
                                if (out_group_cnt == 2) next_state = DONE;
                                else                    next_state = L2_REQ_LOAD;  
            DONE        :   if (!host_start_i)      next_state = IDLE;
            default     : next_state = IDLE;
        endcase
    end : fsm_update
    always_comb begin : fsm_output
        req_load_weight_o           = 1'b0  ;
        layer_id_o                  = '0    ;
        core_start_o                = '0    ;
        host_done_o                 = '0    ;
        cfg_img_w_o                 = 28+2*2;
        cfg_img_h_o                 = 28+2*2;
        cfg_kernel_r_o              = 5;
        cfg_do_bias_o               = 1'b0;
        cfg_do_relu_o               = 1'b0;
        cfg_do_pool_o               = 1'b0;
        cfg_do_quant_o              = 1'b0;
        cfg_quant_shift_o           = '0;
        cfg_num_input_channels_o    = '0;
        cfg_read_base_o             = '0;
        cfg_write_base_o            = '0;
        unique case (state)
            IDLE        : ; 
            L1_REQ_LOAD : begin
                            req_load_weight_o   = 1'b1;
                            layer_id_o          = 1;
                        end
            L1_RUN      : begin
                            cfg_img_w_o         = 28+2*2;
                            cfg_img_h_o         = 28+2*2;
                            cfg_kernel_r_o      = 5;
                            cfg_do_bias_o       = 1'b1;
                            cfg_do_relu_o       = 1'b1;
                            cfg_do_pool_o       = 1'b1;  
                            cfg_do_quant_o      = 1'b1;
                            cfg_quant_shift_o   = 8;
                            cfg_num_input_channels_o = 1;
                            cfg_read_base_o     = ADDR_IMG_IN;  
                            cfg_write_base_o    = ADDR_L1_OUT;  
                            core_start_o        = 1'b1; 
                        end
            L1_WAIT     : begin
                            cfg_img_w_o         = 28+2*2;
                            cfg_img_h_o         = 28+2*2;
                            cfg_kernel_r_o      = 5;
                            cfg_do_bias_o       = 1'b1;
                            cfg_do_relu_o       = 1'b1;
                            cfg_do_pool_o       = 1'b1;  
                            cfg_do_quant_o      = 1'b1;
                            cfg_quant_shift_o   = 8;
                            cfg_num_input_channels_o = 1;
                            cfg_read_base_o     = ADDR_IMG_IN;
                            cfg_write_base_o    = ADDR_L1_OUT;
                        end
            L2_REQ_LOAD : begin
                            req_load_weight_o   = 1;
                            layer_id_o          = 4'd2 + {1'b0, out_group_cnt};
                        end
            L2_RUN      : begin
                            cfg_img_w_o         = 12+2;  
                            cfg_img_h_o         = 12+2;
                            cfg_kernel_r_o      = 5;
                            cfg_do_bias_o       = 1'b1;
                            cfg_do_relu_o       = 1'b1;
                            cfg_do_pool_o       = 1'b1;  
                            cfg_do_quant_o      = 1'b1;
                            cfg_quant_shift_o   = 8;
                            cfg_num_input_channels_o = 6;
                            cfg_read_base_o     = ADDR_L1_OUT;
                            cfg_write_base_o    = ADDR_L2_OUT + out_group_cnt * L2_OUT_CH_SIZE;
                            core_start_o        = 1;
                        end
            L2_WAIT     : begin
                            cfg_img_w_o        = 12+2;
                            cfg_img_h_o        = 12+2;
                            cfg_kernel_r_o     = 5;
                            cfg_do_bias_o       = 1'b1;
                            cfg_do_relu_o       = 1'b1;
                            cfg_do_pool_o       = 1'b1;  
                            cfg_do_quant_o      = 1'b1;
                            cfg_quant_shift_o   = 8;
                            cfg_num_input_channels_o = 6;
                            cfg_read_base_o     = ADDR_L1_OUT;
                            cfg_write_base_o    = ADDR_L2_OUT + out_group_cnt * L2_OUT_CH_SIZE;
                        end
            DONE        :   host_done_o        = 1'b1;
            default     : ; 
        endcase
    end : fsm_output
endmodule : lenet_controller
==> changes_impl.md <==
### Implementation results

- LEAKAGE: 1.12 nW
- CTS clk-pin slew, worst paths: 0.05 ns
- Compound Share, Synth: 3.75%
- Max incr delay on CP: 0.41 ns
- Final Routed Wirelength: 3820 um
- Global-route wire length before repair: 5750 um
- Area Overhead vs Synth: 5.10%
- Seq share, synth: 15.6%
- Top Ports: 169
- Vias per cell: 3.35
- Fin util: 46.8%
- Max-Cap Viols: 0
- Top-count cell post-synth: buf_4
- Fmax: 494 MHz
- GR Util met3: 4.72%
- H-tree Lvls: 1
- Worst Setup SP: out_group_cnt[1]
- I/O Buffers: 39
- Ys cells: 214
- GR Util met1: 10.0%
- CP max FO: 4
- Clk sink count: 11
- Top post-synthesis cells by area: buf_4 61%, dfrtp_1 14%, ha_1 5.7%
- Mux share: 1.27%
- RR Startpoint: out_group_cnt[1]
- Largest net degree at the start of global routing: 12
- Crit-path cells: inv_2 > ha_4 > ha_4 > ha_4 > ha_4 > and2_4 > buf_6
- DP Wirelength: 3440 um
- CTS tree: done
- Peak VDD IR: 352 uV
- Vias in the first global route: 1201
- Iter 0 DRT Violations: 19
- Starting Density: 44.5%
- Worst path slowest cell: dfrtp_1
- Area leader share: 61.1%
- Main synth FF type: dfrtp_1
- Fill count: 389
- Die area: 0.00706 sq mm
- Routed Antenna Nets: 0
- Cell Type Count: 26
- Routed len/inst: 12.4 um
- Fraction of layout cells with a size suffix above 1: 22.2%
- Crit-path most repeated cell: ha_4
- Kind of critical path: register to primary output
- N_diodes: 0
- Clock Tree Buf Depth: 2
- Post-Place Cell Area: 0.00176 sq mm
- Critical Path AT: 1.68 ns
- Die width: 84 um
- Final WS setup: -0.323 ns
- Synthesized flop and latch total: 11
- Yosys Chip Area: 0.00177 sq mm
- Rows: 23
- Pwr Total: 2.20 mW
- Post-synthesis average cell area: 8.26 sq um
- GPL Wtd Cong: 0.783
- XORs/XNORs by Area: 0%
- Minimum clock period: 2.02 ns
- Final clock skew: 0.00101 ns
- Tool warnings: 30
- DRC errors left: 0
- Largest logic family: buffers and inverters
- Final design area excluding fillers: 0.00186 sq mm
- Hold WS: 0.441 ns
- Pwr Density: 1190 mW/mm^2
- Max Slew Vio Count: 0
- YS warnings: 1
- Failing checks: negative setup slack
- Root buffer cell: clkbuf_8
- GRT overflow: 0
- GRT busiest layer: met2
- Data required, critical path: 1.36 ns
- # hold bufs at CTS: 0
- Critical Path End Type: primary output
- Largest area contributor in the netlist: buf_4
- Hold/Removal Path Class: input pin to async pin
- # setup viols final: 6
- Initial antenna violation count: 0
- DR pass1 iterations: 4
- Synth Area in Adders: 5.66%
- Clk latency late pin: 0.23 ns
- CP Launch Type: register
- Synth Area in Simple Gates: 9.98%
- Synth top cells by count: 144 x buf_4, 10 x dfrtp_1, 8 x ha_1
- Status: finished, violations left
- GRT Resource Usage Total: 9.33%
- Via count: 1028
- EDFF count, synth: 0
- Met2 usage: 16.4%
- RSZ-0062 raised after global routing: true
- Async set or reset register ratio after synthesis: 100%
- Core area: 0.00397 sq mm
- Die Ht: 84 um
- CTS Buf Count: 3
- Post-Syn Area: 0.00177 sq mm
- Post-synthesis cell count: 214
- Final hold violations: 0
- Tcrit/Tclk final: 119%
flip-flops by register name, summed over array words and instances, names as in the netlist:
signal / cells
out_group_cnt: 3
state: 8
critical path, delay by kind of cell (launching register included):
| family | cells | cell delay, ns |
|---|---|---|
| fa+ha+maj | 4 | 0.76 |
| simple gates | 1 | 0.12 |
| flops | 1 | 0.41 |
| buf+inv | 2 | 0.16 |
cell families (layout without fill, tap and decap cells):
group	Yosys count	count (layout)
simple gates	31	31
flops	11	11
buf+inv	152	68
mux	2	2
compound gates	8	8
other cells	2	129
fa+ha+maj	8	8
per-layer routing:
metal | part of all wire (%) | up-vias
met1 | 38 | 452
met3 | 13 | 2
met4 | 0.73 | 0
li1 | - | 480
met5 | 0 | -
met2 | 49 | 94
worst paths after layout:
| kind | endpoint | slack [ns] | cells past startpoint |
|---|---|---|---|
| min in group clk0 | state[2] | 0.48 | 1 |
| worst min-delay path | state[1] | 0.44 | 1 |
| worst max-delay path | cfg_write_base_o[7] | -0.32 | 7 |
| worst max register to register | out_group_cnt[1] | 0.38 | 4 |
| max in group asynchronous | state[0] | 0.91 | 1 |
| worst min register to register | state[2] | 0.48 | 1 |
area by class of cell:
class | instances | area [sq um] | area share [%]
well taps | 50 | 62.6 | 3.37
repair buffers | 57 | 504 | 27.1
inverters | 7 | 31.3 | 1.68
clock buffers | 4 | 45.0 | 2.42
multi-input cells | 178 | 938 | 50.5
flip-flops and latches | 11 | 277 | 14.9
per-stage QoR:
stage	setup slack (ns)	TNS, ns	std cells
2_1_floorplan	0.0000476	0	341
3_3_place_gp	-0.453	-1.48	299
3_5_place_dp	-0.470	-1.64	299
4_1_cts	-0.358	-1.67	306
5_1_grt	-0.379	-1.65	307
6_report	-0.323	-1.22	307
power by group:
group | internal [mW] | leakage [nW] | switching, mW
Combinational | 0.989 | 0.954 | 0.559
Sequential | 0.342 | 0.145 | 0.0605
Clock | 0.164 | 0.0228 | 0.0899
Total | 1.50 | 1.12 | 0.710
layout by cell type (no fill, tap or decap), drive strengths merged, types with 4 or more instances in the layout:
cell type	netlist	final
conb	2	129
buf	145	22
dfrtp	10	10
clkdlybuf4s15	0	10
dlygate4sd2	0	10
clkbuf	0	9
clkdlybuf4s50	0	8
ha	8	8
and2	8	8
nor2	7	7
inv	7	7
or2	5	5
nand2	4	4
what timing repair did:
action / 4_1_cts / 5_1_grt
endpoints found under the setup margin: 33 / 18
setup buffers: 3 / 2
pin swaps: 4 / 4
gates cloned: 0 / 0
resized: 63 / 21
Power and IR drop assume default switching activity.
